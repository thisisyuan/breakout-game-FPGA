<file path="flow/config.mk">
export PLATFORM = sky130hd
export DESIGN_NAME = ball_logic
export DESIGN_NICKNAME = ball_logic
export VERILOG_FILES = /design/flow/design.v
export SDC_FILE = /design/flow/constraint.sdc
export NUM_CORES = 4
export LEC_CHECK = 1
export CORE_UTILIZATION = 30
</file>
<file path="flow/constraint.sdc">
current_design ball_logic

set clk_period 9.5
set clk_io_pct 0.2

create_clock -name clk0 -period $clk_period [get_ports {clk}]

set non_clock_inputs [all_inputs -no_clocks]
set_input_delay [expr $clk_period * $clk_io_pct] -clock clk0 $non_clock_inputs
set_output_delay [expr $clk_period * $clk_io_pct] -clock clk0 [all_outputs]
</file>
<file path="flow/design.v">
module ball_logic(  input clk,
                    input reset_n,
                    input vsync,
                    input h_collision1,
                    input h_collision2,
                    input h_collision3,
                    input v_collision1,
                    input v_collision2,
                    input v_collision3,
                    input [4:0]collision_cnt,
                    input start,
                    output reg [9:0] ball_x,
                    output reg [9:0] ball_y,
                    output reg [9:0] ball_x1,
                    output reg [9:0] ball_y1,
                    output reg [9:0] ball_x2,
                    output reg [9:0] ball_y2  );
    parameter down_right = 3'b000;
    parameter down_left = 3'b001;
    parameter up_right = 3'b010;
    parameter up_left = 3'b011;
    parameter stop = 3'b100;
    reg draw1;
    reg draw2;
    reg draw3;
    reg [2:0] ball_state;
    reg [2:0] next_ball_state;
    reg [2:0] ball_state1;
    reg [2:0] next_ball_state1;
    reg [2:0] ball_state2;
    reg [2:0] next_ball_state2;
    reg [9:0] temp_x;
    reg [9:0] temp_y;
    always@(posedge clk)
    begin         
          if (!reset_n)  
              begin
              draw1 <= 1;  
                 ball_y <= 455;
                 ball_x <= 330;       
             end
        else if (!vsync && !draw1) 
        begin
            draw1 <= 1;           
            case(ball_state)
                stop:
                begin
                    ball_x <= ball_x;
                    ball_y <= ball_y;
                end
                down_right:
                begin
                    ball_x <= ball_x + 2'd1;
                    ball_y <= ball_y + 2'd2;
                end
                down_left:
                begin
                    ball_x <= ball_x - 2'd1;
                    ball_y <= ball_y + 2'd2;
                end
                up_right:
                begin
                    ball_x <= ball_x + 2'd1;
                    ball_y <= ball_y - 2'd2;
                end
                up_left:
                begin
                    ball_x <= ball_x - 2'd1;
                    ball_y <= ball_y - 2'd2;
                end
                default:
                begin
                    ball_x <= ball_x + 2'd1;
                    ball_y <= ball_y + 2'd2;
                end
            endcase
        end
       else if (vsync && draw1)
        begin
            draw1 <= 0;
        end
 end
always@(posedge clk)
begin
if (!reset_n)  
              begin            
                 draw2 <= 0;            
             end
    else if(collision_cnt == 1)
         begin
           temp_x <= ball_x;
           temp_y <= ball_y;
            ball_y1 <= temp_y;
            ball_x1 <= temp_x;
            draw2 <= 1;
         end             
       else if (!vsync && !draw2) 
        begin
            draw2 <= 1;
            case(ball_state1)
                stop:
                begin
                    ball_x1 <= ball_x1;
                    ball_y1 <= ball_y1;
                end
                down_right:
                begin
                    ball_x1 <= ball_x1 + 2'd1;
                    ball_y1 <= ball_y1 + 2'd2;
                end
                down_left:
                begin
                    ball_x1 <= ball_x1 - 2'd1;
                    ball_y1 <= ball_y1 + 2'd2;
                end
                up_right:
                begin
                    ball_x1 <= ball_x1 + 2'd1;
                    ball_y1 <= ball_y1 - 2'd2;
                end
                up_left:
                begin
                    ball_x1 <= ball_x1 - 2'd1;
                    ball_y1 <= ball_y1 - 2'd2;
                end
                default:
                begin
                    ball_x1 <= ball_x1 + 2'd1;
                    ball_y1 <= ball_y1 + 2'd2;
                end
            endcase
        end
        else if (vsync && draw2)
        begin
            draw2 <= 0;
        end
 end
always@(posedge clk)
begin        
if (!reset_n)  
              begin
                 draw3 <= 0;
             end
            else if(collision_cnt == 1)
         begin
           temp_x <= ball_x;
           temp_y <= ball_y;
            draw3 <= 1;
         end     
      else if (!vsync && !draw3) 
        begin
            draw3 <= 1;
            case(ball_state2)
                stop:
                begin
                    ball_x2 <= ball_x2;
                    ball_y2 <= ball_y2;
                end
                down_right:
                begin
                    ball_x2 <= ball_x2 + 2'd1;
                    ball_y2 <= ball_y2 + 2'd2;
                end
                down_left:
                begin
                    ball_x2 <= ball_x2 - 2'd1;
                    ball_y2 <= ball_y2 + 2'd2;
                end
                up_right:
                begin
                    ball_x2 <= ball_x2 + 2'd1;
                    ball_y2 <= ball_y2 - 2'd2;
                end
                up_left:
                begin
                    ball_x2 <= ball_x2 - 2'd1;
                    ball_y2 <= ball_y2 - 2'd2;
                end
                default:
                begin
                    ball_x2 <= ball_x2 + 2'd1;
                    ball_y2 <= ball_y2 + 2'd2;
                end
            endcase
        end
        else if (vsync && draw3)
        begin
            draw3 <= 0;
        end
 end
    always @ (posedge clk)
    begin
        if (!reset_n) 
        begin
            ball_state <= stop; 
            ball_state1 <= stop;   
            ball_state2 <= stop; 
        end  
        else
        begin
            ball_state <= next_ball_state;
            ball_state1 <= next_ball_state1;
           ball_state2 <= next_ball_state2;
       end
  end
    always @ (ball_state or ball_x or ball_y or h_collision1 or v_collision1 or start)
    begin
        case (ball_state)
            stop:
            begin
                if (start == 1) next_ball_state <= up_right;
                else next_ball_state <= stop;
            end
            down_right:
            begin
                if (ball_y >= 472) next_ball_state <= up_right;
                else if (ball_x >= 632) next_ball_state <= down_left;
                else if (v_collision1) next_ball_state <= up_right;
                else if (h_collision1) next_ball_state <= down_left;
                else next_ball_state <= down_right;
            end
            down_left:
            begin
                if (ball_y >= 472) next_ball_state <= up_left;
                else if (ball_x <= 8) next_ball_state <= down_right;
                else if (v_collision1) next_ball_state <= up_left;
                else if (h_collision1) next_ball_state <= down_right;
                else next_ball_state <= down_left;
            end
            up_right:
            begin
                if (ball_y <= 8) next_ball_state <= down_right;
                else if (ball_x >= 632) next_ball_state <= up_left;
                else if (v_collision1) next_ball_state <= down_right;
                else if (h_collision1) next_ball_state <= up_left;
                else next_ball_state <= up_right;
            end
            up_left:
            begin
                if (ball_y <= 8) next_ball_state <= down_left;
                else if (ball_x <= 8) next_ball_state <= up_right;
                else if (v_collision1) next_ball_state <= down_left;
                else if (h_collision1) next_ball_state <= up_right;
                else next_ball_state <= up_left;
            end 
        endcase
    end
    always @ (ball_state1 or ball_x1 or ball_y1 or h_collision2 or v_collision2 or start or collision_cnt)
    begin
        case (ball_state1)
            stop:
            begin
                 if (start == 1&&collision_cnt>2) next_ball_state1 <=stop;
                else 
                begin
                 next_ball_state1 <= up_right;
                  end
            end
            down_right:
            begin
                if (ball_y1 >= 472) next_ball_state1 <= up_right;
                else if (ball_x1 >= 632) next_ball_state1 <= down_left;
                else if (v_collision2) next_ball_state1 <= up_right;
                else if (h_collision2) next_ball_state1 <= down_left;
                else next_ball_state1 <= down_right;
            end
            down_left:
            begin
                if (ball_y1 >= 472) next_ball_state1 <= up_left;
                else if (ball_x1 <= 8) next_ball_state1 <= down_right;
                else if (v_collision2) next_ball_state1 <= up_left;
                else if (h_collision2) next_ball_state1 <= down_right;
                else next_ball_state1 <= down_left;
            end
            up_right:
            begin
                if (ball_y1 <= 8) next_ball_state1 <= down_right;
                else if (ball_x1 >= 632) next_ball_state1 <= up_left;
                else if (v_collision2) next_ball_state1 <= down_right;
                else if (h_collision2) next_ball_state1 <= up_left;
                else next_ball_state1<= up_right;
            end
            up_left:
            begin
                if (ball_y1 <= 8) next_ball_state1 <= down_left;
                else if (ball_x1 <= 8) next_ball_state1 <= up_right;
                else if (v_collision2) next_ball_state1 <= down_left;
                else if (h_collision2) next_ball_state1 <= up_right;
                else next_ball_state1 <= up_left;
            end 
        endcase
    end
    always @ (ball_state2 or ball_x2 or ball_y2 or h_collision3 or v_collision3 or start or collision_cnt)
    begin
        case (ball_state2)
            stop:
            begin
                 if (start == 1&&1>collision_cnt) next_ball_state2 <=stop;
                else 
                begin
                 next_ball_state2 <= up_left;
                  end
            end
            down_right:
            begin
                if (ball_y2 >= 472) next_ball_state2 <= up_right;
                else if (ball_x2 >= 632) next_ball_state2 <= down_left;
                else if (v_collision3) next_ball_state2 <= up_right;
                else if (h_collision3) next_ball_state2 <= down_left;
                else next_ball_state2 <= down_right;
            end
            down_left:
            begin
                if (ball_y2 >= 472) next_ball_state2 <= up_left;
                else if (ball_x2 <= 8) next_ball_state2 <= down_right;
                else if (v_collision3) next_ball_state2 <= up_left;
                else if (h_collision3) next_ball_state2 <= down_right;
                else next_ball_state2 <= down_left;
            end
            up_right:
            begin
                if (ball_y2 <= 8) next_ball_state2 <= down_right;
                else if (ball_x2 >= 632) next_ball_state2 <= up_left;
                else if (v_collision3) next_ball_state2 <= down_right;
                else if (h_collision3) next_ball_state2 <= up_left;
                else next_ball_state2 <= up_right;
            end
            up_left:
            begin
                if (ball_y2 <= 8) next_ball_state2 <= down_left;
                else if (ball_x2 <= 8) next_ball_state2 <= up_right;
                else if (v_collision3) next_ball_state2 <= down_left;
                else if (h_collision3) next_ball_state2 <= up_right;
                else next_ball_state2 <= up_left;
            end 
        endcase
    end
endmodule
</file>
<file path="flow/run.sh">
#!/bin/bash
# OpenROAD 26Q1-2900-gdf79404cd8, Yosys 0.63+post, stock flow scripts
make -C /OpenROAD-flow-scripts/flow DESIGN_CONFIG=/design/flow/config.mk WORK_HOME=/design/flow/orfs finish
</file>
==> impl_metrics.toml <==
# generated from flow reports
[routing]
vias = 4489
first_pass_iters = 5
drtIter0Drc = 267
avgViaCountPerCell = 4.955
drc = 0
diodes = 0
wl_per_cell_microns = 14.48
drtAntennaViolNets = 0
totalWireLength_microns = 13120

[setup_path]
end_kind = "flop"
critical_path_arrival_ns = 4.51
worstPathRequired_ns = 9.47
worstSetupStartpointType = "input port"
cp_max_fo = 21
crit_type = "input port to flop"

[final_timing]
rsz0062_at_grt = "false"
finalMaxSlewViolations = 0
layout_min_cycle_time_ns = 4.536
period_used_pct = 47.74
untimed_endpoints = 9
worst_pin_slew_ns = 0.8835
hold_viol = 0
unclocked_regs = 9
tns_ns = 0
max_freq_mhz = 220.5
setup_viol = 0
relSlewSlack_pct = 40.56
fin_skew_ns = 0.007619

[die]
chipArea_sq_um = 19800
dieWidth_microns = 140.7
fp_util_pct = 30.75
dieHeight_microns = 140.7
fp-row-count = 50
ios = 75
core_sq_um = 18770

[yosys]
synth-warning-count = 21
ys_chip_area_sq_um = 5772
synth_flops = 97
ys_async_sr_fraction_pct = 0
synth-edff-count = 57
flop_cell = "edfxtp_1"
synth_stat.cells = 594
avgSynthCellArea_sq_um = 9.717
top_cells_by_area = "edfxtp_1, dfxtp_1, ha_1"
synth_cell_types = 62
synth.most_common_cell = "edfxtp_1"
common_cells = "edfxtp_1, nand2_1, nor2_1, ha_1, a21oi_1"
syn_inst = 594
yosysTopAreaCell = "edfxtp_1"
synth_top_area_share_pct = 29.66
netlist_area_sq_um = 5772

[clock_network]
numCtsBuffers = 9
clkLatencyLatePin_ns = 0.35
htree_levels = 3
cts_tree = "yes"
cts.repair.resized = 0
cts_root_buffer = "clkbuf_16"
ctsLongestPathBuffers = 2
cts_hold_buffers = 0
post_cts_buffers = 0
path_clk_slew_ns = 0.07

[placed_design]
gp_congestion = 0.8838
dp.cells = 890
dp_hpwl_microns = 9814
port_buffers = 71

[layout]
area_growth_pct = 21.79
instances_no_fill = 906
layout-drive-gt1-share_pct = 4.911

[global_route]
grt_pass1_vias = 4236
grt.overflow.total = 0
grt_max_degree = 39
grt_use_total_pct = 13.93
grt_antenna_before_repair = 0
grt_pass1_wl_microns = 21330

[worst_hold_path]
min_path_type = "flop to flop"

[power]
leakage_nw = 2.726
irDropWorstVdd_v = 0.00008101
power_density_nw_per_um2 = 128.4

[flow_run]
warning_count = 25
cap_viol_max_count = 0

[run_status]
status = "complete, no violations"
cell usage in the layout (no fill, tap or decap), drive strengths merged, types with 10 or more instances in the layout:
master,netlist,routed
inv,32,36
and2,15,15
dfxtp,31,31
edfxtp,57,57
a21oi,39,39
clkdlybuf4s50,0,71
ha,45,45
nor3,16,16
nor2,47,47
xor2,13,13
o21ai,31,31
nand2,50,50
clkbuf,9,10
xnor2,28,28
nand3,12,12
nor2b,17,17
stage by stage:
stage | hold slack [ns] | total power, mW | utilization, % | setup WS (ns) | instance area (sq um)
6_report | 0.5329 | 0.9023 | 37.45 | 4.964 | 7029
5_1_grt | 0.5389 | 0.9415 | 37.45 | 4.822 | 7029
4_1_cts | 0.5331 | 0.9114 | 37.45 | 5.036 | 7029
3_5_place_dp | 0.5158 | 0.5667 | 35.92 | 4.672 | 6741
3_3_place_gp | 0.5048 | 0.5663 | 35.92 | 4.696 | 6741
2_1_floorplan | 0.4531 | 0.5225 | - | 5.256 | 5776
routing by layer:
layer	share of wire [%]	up-vias	GRT usage [%]	wire [microns]
met2	43	89	20.82	5618
li1	-	2325	-	-
met3	4.3	15	2.941	563
met4	1.7	0	2.231	223
met1	51	2060	21.76	6711
met5	0	-	0	0
report_power, final:
group          switching (mW)  internal [mW]
logic                  0.0559         0.0613
clock network           0.156          0.188
registers              0.0155          0.425
critical path, stage by stage:
cell and delay, ns:
clkdlybuf4s50_1 0.42, nor4_1 0.78, and2_1 0.65, o21a_1 0.75
worst paths after layout:
path              cells past startpoint                      start              endpoint  slack (ns)
setup / recovery                      4           collision_cnt[3]  ball_y1[7]$_DFFE_PP_        4.96
hold reg to reg                       2        temp_x[9]$_DFFE_PP_  ball_x1[9]$_DFFE_PP_        0.53
setup reg to reg                      8  ball_state1[1]$_SDFF_PN0_  ball_y1[8]$_DFFE_PP_        6.76
hold / removal                        2        temp_x[9]$_DFFE_PP_  ball_x1[9]$_DFFE_PP_        0.53
sequential cells by signal, indices dropped and copies added, names as in the netlist, 3 cells and up:
signal / flops
next_ball_state: 3
temp_x: 10
ball_x: 10
ball_state2: 3
ball_x1: 10
ball_y2: 9
ball_state1: 3
temp_y: 9
ball_state: 3
next_ball_state2: 3
ball_x2: 10
next_ball_state1: 3
ball_y1: 9
ball_y: 9
area by class of cell:
type | instances | area (sq um)
fillers | 1862 | 11740
multi-input cells | 450 | 3105
flip-flops and latches | 97 | 2467
repair buffers | 77 | 755.7
well taps | 234 | 292.8
clock buffers | 10 | 239.0
inverters | 32 | 120.1
clock inverters | 6 | 48.80
kinds of logic (layout without fill, tap and decap cells):
logic type      after synthesis  after routing  share of synthesized area, %
compound gates              157            157                         18.06
flops                        88             88                         40.41
mux                           5              5                        0.8671
simple gates                193            193                         16.54
buf+inv                      48            125                         3.598
fa+ha+maj                    51             51                         11.84
xor+xnor                     41             41                         6.222
other cells                   2              3                        0.1301
latches                       9              9                         2.341
No activity file was given, so power comes from the tool's default toggle rates.
