`./run.sh`:
```
#!/bin/bash
# OpenROAD 26Q1-2900-gdf79404cd8, Yosys 0.63+post, stock flow scripts
make -C /OpenROAD-flow-scripts/flow DESIGN_CONFIG=/design/flow/config.mk WORK_HOME=/design/flow/orfs finish
```
`./design.v`:
```
module display_logic(   
                        input start,
                        input clk,
                        input reset_n,
                        input [9:0] hcount,
                        input [9:0] vcount,
                        input [9:0] ball_y,
                        input [9:0] ball_x,
                        input [9:0] ball_y1,
                        input [9:0] ball_x1,
                        input [9:0] ball_y2,
                        input [9:0] ball_x2,
                        input [9:0] left_position,
                        input [9:0] right_position,
                        input [12:0] block_to_del,
                        input vsync,
                        input lose,
                        input win,
                        output reg player_en,
                        output reg [12:0]block_en,
                        output reg [2:0] rgb);
    reg [2:0] flash;
    reg [3:0] flash_time;
    reg flash_hold;
    reg [19:0] distance;
    always@(posedge clk)
    begin       
        player_en = 0;
        block_en = 0;
        if (hcount > 639 || vcount > 479) rgb <= 3'b010;
        else if (win) rgb <= flash;
        else if (vcount < 472 && hcount < 8) rgb <= 3'b010;
        else if (vcount < 472 && hcount > 632) rgb <= 3'b010;
        else if (vcount < 8 ) rgb <= 3'b010;
        else if (vcount > 472) rgb <= 3'b010;
        else if (((hcount - ball_x) * (hcount - ball_x) + (vcount - ball_y) * (vcount - ball_y)) < 16)  rgb <= 3'b111;
        else if (((hcount - ball_x1) * (hcount - ball_x1) + (vcount - ball_y1) * (vcount - ball_y1)) < 16)  rgb <= 3'b111;
        else if (((hcount - ball_x2) * (hcount - ball_x2) + (vcount - ball_y2) * (vcount - ball_y2)) < 16)  rgb <= 3'b111;
         else if(vcount >= 460 && vcount <= (460 + 8 ) &&
                    hcount >= left_position && hcount <= right_position)
        begin
            rgb <= 3'b100;
            player_en <= 1;
        end
        else if(vcount > 100 && vcount < 110 && hcount > 100 && hcount < 180 )
        begin
                block_en[0] <= 1; 
                rgb <= 3'b111;
                if(block_to_del[0] == 1)
                begin
                    block_en[0] <= 0;
                    rgb <= 3'b000;
                end
        end
        else if(vcount > 110 && vcount < 190 && hcount > 100 && hcount < 110 )
        begin
                block_en[1] <= 1; 
                rgb <= 3'b111;
                if(block_to_del[1] == 1)
                begin
                    block_en[1] <= 0;
                    rgb <= 3'b000;
                end
        end
         else if(vcount > 190 && vcount < 200 && hcount > 100 && hcount < 180 )
        begin
                block_en[2] <= 1; 
                rgb <= 3'b111;
                if(block_to_del[2] == 1)
                begin
                    block_en[2] <= 0;
                    rgb <= 3'b000;
                end
        end
        else if(vcount > 200 && vcount < 280 && hcount > 170 && hcount < 180 )
        begin
                block_en[3] <= 1; 
                rgb <= 3'b111;
                if(block_to_del[3] == 1)
                begin
                    block_en[3] <= 0;
                    rgb <= 3'b000;
                end
        end
        else if(vcount > 280 && vcount < 290 && hcount > 100 && hcount < 180 )
        begin
                block_en[4] <= 1; 
                rgb <= 3'b111;
                if(block_to_del[4] == 1)
                begin
                    block_en[4] <= 0;
                    rgb <= 3'b000;
                end
        end
        else if(vcount > 100 && vcount < 110 && hcount > 220 && hcount < 300)
        begin
                block_en[5] <= 1; 
                rgb <= 3'b111;
                if(block_to_del[5] == 1)
                begin
                    block_en[5] <= 0;
                    rgb <= 3'b000;
                end
        end
        else if(vcount > 110 && vcount < 190 && hcount > 220 && hcount < 230 )
        begin
                block_en[6] <= 1; 
                rgb <= 3'b111;
                if(block_to_del[6] == 1)
                begin
                    block_en[6] <= 0;
                    rgb <= 3'b000;
                end
        end
        else if(vcount > 190 && vcount < 200 && hcount > 220 && hcount < 300 )
        begin
                block_en[7] <= 1; 
                rgb <= 3'b111;
                if(block_to_del[7] == 1)
                begin
                    block_en[7] <= 0;
                    rgb <= 3'b000;
                end
        end
        else if(vcount > 200 && vcount < 280 && hcount > 220 && hcount < 230 )
        begin
                block_en[8] <= 1; 
                rgb <= 3'b111;
                if(block_to_del[8] == 1)
                begin
                    block_en[8] <= 0;
                    rgb <= 3'b000;
                end
        end
         else if(vcount > 280 && vcount < 290 && hcount > 220 && hcount < 300 )
        begin
                block_en[9] <= 1; 
                rgb <= 3'b111;
                if(block_to_del[9] == 1)
                begin
                    block_en[9] <= 0;
                    rgb <= 3'b000;
                end
        end
         else if(vcount > 100 && vcount < 290 && hcount > 340 && hcount < 350 )
        begin
                block_en[10] <= 1; 
                rgb <= 3'b111;
                if(block_to_del[10] == 1)
                begin
                    block_en[10] <= 0;
                    rgb <= 3'b000;
                end
        end
         else if(vcount > 280 && vcount < 290 && hcount > 350 && hcount < 430 )
        begin
                block_en[11] <= 1; 
                rgb <= 3'b111;
                if(block_to_del[11] == 1)
                begin
                    block_en[11] <= 0;
                    rgb <= 3'b000;
                end
        end
        else if(vcount > 100 && vcount < 290 && hcount > 430 && hcount < 440 )
        begin
                block_en[12] <= 1; 
                rgb <= 3'b111;
                if(block_to_del[12] == 1)
                begin
                    block_en[12] <= 0;
                    rgb <= 3'b000;
                end
        end
        else rgb <= 3'b000;
    end
    always @ (posedge clk)
    begin
        if (!vsync)
        begin
            if (!flash_hold) flash_time <= flash_time + 1;
            flash_hold <= 1;
        end
        else
        begin
            flash_hold <= 0;
        end
        if (flash_time == 0)
        begin
            flash <= 3'b000;
        end
        else if (flash_time == 3)
        begin
            if (win) flash <=  3'b111;
            else if (lose) flash <= 3'b100;
        end
        else if (flash_time >= 6)
        begin
            flash_time <= 0;
        end
    end
endmodule
```
`./constraint.sdc`:
```
current_design display_logic

set clk_period 17.3
set clk_io_pct 0.2

create_clock -name clk0 -period $clk_period [get_ports {clk}]

set non_clock_inputs [all_inputs -no_clocks]
set_input_delay [expr $clk_period * $clk_io_pct] -clock clk0 $non_clock_inputs
set_output_delay [expr $clk_period * $clk_io_pct] -clock clk0 [all_outputs]
```
`./config.mk`:
```
export PLATFORM = sky130hd
export DESIGN_NAME = display_logic
export DESIGN_NICKNAME = display_logic
export VERILOG_FILES = /design/flow/design.v
export SDC_FILE = /design/flow/constraint.sdc
export NUM_CORES = 4
export LEC_CHECK = 1
export CORE_UTILIZATION = 50
```
==> summary.txt <==
Implementation progress

The post-synthesis chip area from yosys stands at 30640 um2. The wire length per cell after detailed routing stands at 17.58 um. The synthesis report lists the Yosys warning total as 1. The detailed router placed about 22000 vias in this run.

Summing over the stages, the warning tally comes to around 50. TritonCTS reports the number of clock sinks as 24. In this run the worst setup path begins at hcount[0]. Hold repair after CTS inserted 0 buffers. The combinational gate area stands at roughly 26000 um2. STA puts the critical path data arrival time at 14750 ps. The hold slack stands at about 510 ps. The global routing report lists combined usage of all routing layers as approximately 28%. The sequential element share of the synthesized area stands at 1.568%. According to the floorplan report, the die height is approximately 250 um. Clock tree synthesis selected as its root buffer the cell sky130_fd_sc_hd__clkbuf_16. The fraction of final layout cells with drive strength greater than 1 stands at roughly 2.3%. For this run, the final setup violation count is recorded as 0.

The path class of the tightest hold or removal check is register to register. The synthesis report names the predominant flop master as sky130_fd_sc_hd__dfxtp_1. The data required time of the critical path stands at 17500 ps. The skew report gives the latency at the later pin of the worst-skew pair as about 260 ps.

Among the stages of the critical path, the cell type that occurs most often is sky130_fd_sc_hd__fa_1. From synthesis to final layout, the design area changed by 8.604%. In the routed layout, each cell is associated on average with a via count of 5.131. Along the worst path, the maximum fanout reaches 17. The initial antenna violation count stands at 9. TritonCTS built the clock tree. The number of distinct standard cells referenced by the synthesized netlist stands at ~88.

The total negative slack stands at 0 ps. Looking at hold timing, the worst path starts from flash[1]$_SDFFE_PP0P_. The finished layout reports a core utilization of about 55%. Global routing finished with a remaining overflow of 0. STA classifies the critical path endpoint as a register. The count of library flops with an enable pin stands at 0. The post-synthesis cell count stands at roughly 3400. For this run the detailed placement stage logged an HPWL of roughly 70 mm. The number of max-slew violations in the final report stands at 0.

The maximum clock skew at final layout stands at 5.238 ps. The number of violations of the max-capacitance limit stands at 0. Once placement finished, the instance area stood at around 33000 um2. The width of the die stands at approximately 250 um.

The sequential cell area in the final layout stands at around 480 um2. Setup repair after global routing left no endpoint under its margin. The critical path is of the primary input to register type. The quantity of gates resized following cts stands at 0. The first-pass GRT wire length stands at roughly 130 mm. According to the floorplan report, the total die area is approximately 62000 um2. The worst register-to-register path begins at flash_time[1]$_DFF_P_. The core box area stands at around 60000 um2.

The number of levels the H-tree was split into stands at 1. The number of cell rows stands at 90. The ratio of final minimum period to clock period stands at between 80% and 90%.

The synthesized area divided by synthesized cell count stands at a little under 9 um2. No sink is reached through more buffers than the 2 on the longest clock path.

The CTS buffer count stands at 3. The kind of cell with the highest combined delay along the critical path is adder cells. The floorplan utilization stands at about half. The number of buffer and inverter instances along the worst setup path stands at 10. Pin placement for this block handled approximately 140 I/O pins.

The final period demand of the worst path stands at approximately 15000 ps. The run finished with clean final reports. The share of async-settable or async-resettable flops after synthesis stands at 0%. The routed wire length stands at 76.51 mm. The slowest stage of the critical path is the sky130_fd_sc_hd__a2111oi_0 cell. The biggest cell delay along the critical path stands at just under 700 ps. The count of endpoints failing hold in the final timing report stands at 0. The script parses the final routing iteration and logs DRC violations as 0.

The congestion estimate from routability-driven global placement came to ~1. The transition time recorded at the tightest slew-check pin is approximately 910 ps. The count of buffers from port buffering stands at 133. STA classifies the critical path startpoint as a primary input. The maximum clock frequency stands at 68.75 MHz. The library cell used most frequently in the layout, excluding fill and tap cells, is sky130_fd_sc_hd__inv_1.

The number of flip-flops and latches in the synthesized netlist stands at 24. The clock transition time at the flip-flop clock pins of the worst setup and hold paths stands at about 60 ps. The largest net degree at the start of global routing stands at 22.

The filler cells instantiated in the layout total between 5000 and 6000. The number of cells in the yosys synthesis report stands at 3425. The first detailed-routing pass took 5 iterations.

The post-route standard cell area excluding fillers stands at ~33000 um2. In this run the tightest slew margin relative to its limit is 38.98%. The number of global-route vias before repair stands at between 20000 and 25000. The final antenna-violating net count stands at 0. The cell area that synthesis handed to floorplanning was 30640 um2. The detailed router's first-iteration violation count stands at around 1100. Per the cell usage report, the commonest logic cells after layout are sky130_fd_sc_hd__inv_1 (1030), sky130_fd_sc_hd__fa_1 (736), sky130_fd_sc_hd__ha_1 (339). Looking at the post-CTS report, the setup buffer insertion count equals 0.
[worst paths after layout]
kind	endpoint	slack (ps)	depth (start not counted)
min	flash[1]$_SDFFE_PP0P_	510	2
max	rgb[2]$_SDFF_PP0_	2750	38
min reg2reg	flash[1]$_SDFFE_PP0P_	510	2
max reg2reg	flash[1]$_SDFFE_PP0P_	16180	4
[stage by stage]
| step | setup slack [ps] | cells |
|---|---|---|
| after floorplan | 5114 | 3425 |
| after global placement | 2774 | 4347 |
| after detailed placement | 2728 | 4347 |
| after CTS | 2971 | 4351 |
| after global routing | 2178 | 4351 |
| final | 2754 | 4353 |
[final cells by class]
class | count | area share, %
diodes | 2 | 0.01504
clock inverters | 1 | 0.09024
well taps | 782 | 2.940
inverters | 1048 | 11.82
clock buffers | 3 | 0.2256
flip-flops and latches | 24 | 1.444
repair buffers | 188 | 5.241
multi-input cells | 2305 | 78.22
[cells by family after synthesis]
group / count (synthesis) / synth area share (%)
AND-OR/OR-AND: 351 / 7.914
XOR/XNOR: 119 / 3.446
adder cells (fa/ha/maj): 1075 / 61.93
buffers and inverters: 1096 / 13.48
flip-flops: 24 / 1.568
multiplexers: 13 / 0.4288
other: 1 / 0.01224
AND/OR/NAND/NOR: 746 / 11.23
[cell usage after synthesis, drive strengths merged (12+ instances only)]
cell / instances / share of area, %
inv: 1032 / 13
fa: 736 / 48
ha: 339 / 14
nand2: 253 / 3.1
nor2: 239 / 2.9
a21oi: 99 / 1.7
xnor2: 81 / 2.3
o21ai: 57 / 0.96
nand2b: 45 / 0.92
clkbuf: 39 / 0.48
xor2: 37 / 1.1
nor3: 36 / 0.59
a21o: 35 / 0.86
and2: 32 / 0.65
o21bai: 29 / 0.72
nand3: 27 / 0.44
dfxtp: 24 / 1.6
nor4: 22 / 0.45
o21a: 19 / 0.47
clkinv: 16 / 0.20
nor2b: 16 / 0.33
nand3b: 14 / 0.34
a2111oi: 12 / 0.40
mux2i: 12 / 0.39
[flip-flops by register name (all words and copies together), names as in the netlist]
name and cells:
block_en 13, flash_time 4, rgb 3, flash 2, flash_hold 1, player_en 1
[worst reg2reg max path: cells and delay by family, from the launching register on]
family          cells  cell delay, ps
flops               1             380
compound gates      2             300
fa+ha+maj           1             240
simple gates        1              80
[routing by layer]
metal | track usage [%] | part of all wire, %
met5 | 0.1544 | 0.089
met4 | 6.155 | 3.0
met3 | 10.11 | 10
met2 | 43.27 | 47
met1 | 41.56 | 40
